$ cat /design/flow/config.mk
export PLATFORM = sky130hd
export DESIGN_NAME = IFID
export DESIGN_NICKNAME = IFID
export VERILOG_FILES = /design/flow/design.v
export SDC_FILE = /design/flow/constraint.sdc
export NUM_CORES = 4
export LEC_CHECK = 1
export CORE_UTILIZATION = 30
$ cat /design/flow/constraint.sdc
current_design IFID

set clk_period 1.0
set clk_io_pct 0.2

create_clock -name clk0 -period $clk_period [get_ports {clk_i}]

set non_clock_inputs [all_inputs -no_clocks]
set_input_delay [expr $clk_period * $clk_io_pct] -clock clk0 $non_clock_inputs
set_output_delay [expr $clk_period * $clk_io_pct] -clock clk0 [all_outputs]
$ cat /design/flow/design.v
module IFID
(
    clk_i,
    rst_i,
    Stall_i,
    Flush_i,
    pc_i,
    instr_i,
    pc_o,
    instr_o
);
input               clk_i;
input               rst_i;
input               Stall_i;
input               Flush_i;
input   [31:0]      pc_i;
input   [31:0]      instr_i;
output  [31:0]      pc_o;
output  [31:0]      instr_o;
reg     [31:0]      pc_o;
reg     [31:0]      instr_o;
always@(posedge clk_i or negedge rst_i) begin
    if (~rst_i) begin
        pc_o = 32'b0;
        instr_o = 32'b0;
    end
    else if(Flush_i) begin
        pc_o = 32'b0;
        instr_o = 32'b0;
    end
    else if(!Stall_i) begin
        pc_o = pc_i;
        instr_o = instr_i;
    end
end
endmodule
$ cat /design/flow/run.sh
#!/bin/bash
# OpenROAD 26Q1-2900-gdf79404cd8, Yosys 0.63+post, stock flow scripts
make -C /OpenROAD-flow-scripts/flow DESIGN_CONFIG=/design/flow/config.mk WORK_HOME=/design/flow/orfs finish
==> results.json <==
{
  "wirelength_um": 6250,
  "cts_buffers": 9,
  "ys_cells": 206,
  "avgRoutedWirePerCell_um": 13.3,
  "grtUsageTotal": 0.144,
  "ios": 132,
  "ys_chip_area_sq_um": 2610,
  "grt_pass1_vias": 2047,
  "rows": 33,
  "cp_num_buf_inv": 1,
  "cap_viol_max_count": 0,
  "power_mw": 5.82,
  "drive_gt1_frac": 0.298,
  "period_used_share": 1.04,
  "fp_util": 0.315,
  "hold_path.class": "in -> async",
  "finalHoldViolCount": 64,
  "cts.sinks": 64,
  "r2r_slack_ns": 0.09,
  "fp.dieW_um": 95.3,
  "grt_overflow": 0,
  "hold_ws_ns": -0.131,
  "dr.pass1.iters": 4,
  "drc_errors": 0,
  "grt_max_degree": 65,
  "period_needed_ns": 1.04,
  "crit_start": "pc_o[20]$_DFFE_PN0P_",
  "clockRootBuffer": "clkbuf_8",
  "cpPeakStageDelay_ns": 0.38,
  "violations": "hold timing, setup timing",
  "die_h_um": 95.3,
  "p_leak_nw": 2.20,
  "finalSetupViolCount": 62,
  "ys.warnings.count": 1,
  "io_buffers": 131,
  "criticalPathCategory": "reg -> out",
  "cp_max_fo": 2,
  "clockBufferDepth": 2,
  "diodes": 0,
  "path_cells": "buf_2",
  "fin_ws_ns": -0.0368,
  "power_density_nw_per_um2": 1440,
  "crit_family": "flip-flops",
  "crit_path_start_kind": "flop",
  "fin_skew_ns": 0,
  "cp-end-kind": "output pin",
  "ir_drop_uv": 666,
  "dp_hpwl_um": 4040,
  "syn_area_sq_um": 2610,
  "htreeDepth": 3,
  "warnings": 29,
  "via_per_inst": 4.30,
  "status": "finished with violations",
  "synth_cells": 206,
  "vias": 2024,
  "max-slew-margin-rel": 0.765,
  "ys_ff": 64,
  "clk_latency_ns": 0.33,
  "rsz0062_at_grt": "yes",
  "synth_cell_type_count": 7,
  "critPathRequiredTime_ns": 0.80,
  "area_growth_pct": 55.2,
  "postSynthSeqShare": 0.613,
  "cts_tree": "yes",
  "slowest_stage": "dfrtp_1",
  "r2r-start": "pc_o[17]$_DFFE_PN0P_",
  "max_freq_mhz": 964,
  "slew_viol_final": 0,
  "drtIter0Drc": 54,
  "grt_pass1_wl_um": 9800,
  "critPathArrivalTime_ns": 0.84,
  "clk_pin_slew_worst_paths_ns": 0.07,
  "chipArea_sq_um": 9080,
  "place.gp.congestion": 0.728,
  "core_area_sq_um": 8300,
  "synth_area_per_cell_sq_um": 12.7,
  "tightest_slew_ns": 0.352,
  "antenna_left": 0,
  "antenna_found_initial": 0
}
## per-stage QoR
step                 util  instances  area [sq um]  setup TNS (ns)  setup WS [ns]
floorplan               -        206          2610               0          0.140
global placement    0.487        437          4040          -0.128        -0.0239
detailed placement  0.487        437          4040         -0.0923        -0.0203
CTS                 0.479        461          3980           -2.82        -0.0655
global route        0.488        471          4050           -4.27        -0.0881
finish              0.488        471          4050           -1.13        -0.0368
## repair_timing
item,4_1_cts,5_1_grt
gates resized,193,0
cloned,0,0
endpoints found under the hold margin,64,64
setup buffers,9,10
setup endpoints to repair,64,64
## where the power goes
part           total, mW  internal (mW)  switching (mW)  leakage, nW
Sequential          2.80           2.73          0.0656        0.849
Combinational      0.878          0.561           0.318         1.25
Clock               2.15           1.19           0.953       0.0989
## synth_stat cells
master | n | area share
buf_1 | 6 | 0.0086
buf_6 | 1 | 0.0043
buf_8 | 6 | 0.035
clkbuf_2 | 1 | 0.0019
dfrtp_1 | 64 | 0.61
mux2i_1 | 64 | 0.25
nor2_1 | 64 | 0.092
## per-layer routing
layer / share of wire / GRT usage
met4: 0.012 / 0.0215
met3: 0.097 / 0.0487
met5: 0 / 0
met2: 0.45 / 0.219
met1: 0.44 / 0.213
## flip-flops by register name (all words and copies together), names as in the netlist
register and count:
instr_o 32, pc_o 32
## worst paths after layout
kind / cells after the start / endpoint
worst max-delay path: 1 / pc_o[20]
worst min-delay path: 2 / pc_o[12]$_DFFE_PN0P_
worst max register to register: 4 / pc_o[17]$_DFFE_PN0P_
worst min register to register: 2 / instr_o[13]$_DFFE_PN0P_
max in group asynchronous: 2 / pc_o[20]$_DFFE_PN0P_
min in group clk0: 3 / pc_o[28]$_DFFE_PN0P_
## final cells by class
type	count	area (sq um)
flip-flops and latches	64	1600
multi-input cells	128	881
repair buffers	159	1250
fillers	782	4250
well taps	105	131
clock buffers	11	141
clock inverters	4	45.0
## cells in the final DEF (no fill, tap or decap), drive strengths merged
cell type,count
clkinv,3
clkbuf,11
clkdlybuf4s50,64
buf,95
bufinv,1
mux2i,64
nor2,64
dfrtp,64
## cell families (layout without fill, tap and decap cells)
logic type,after synthesis,in the layout,synth area share
buffers and inverters,14,174,0.0494
DFF,64,64,0.613
muxes,64,64,0.245
and+or+nand+nor,64,64,0.0920
No activity file was given, so power comes from the tool's default toggle rates.
