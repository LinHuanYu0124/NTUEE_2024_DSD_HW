==> design/flow/design.v <==
module Data_Memory
(
    clk_i, 
    addr_i, 
    MemRead_i,
    MemWrite_i,
    data_i,
    data_o
);
input               clk_i;
input   [31:0]      addr_i;
input               MemRead_i;
input               MemWrite_i;
input   [31:0]      data_i;
output  [31:0]      data_o;
reg signed    [31:0]     memory  [0:1023];
assign  data_o = MemRead_i? memory[addr_i >> 2] : 0;
always @ (posedge clk_i) begin
    if (MemWrite_i) begin
        memory[addr_i >> 2] <= data_i;
    end
end
endmodule
==> design/flow/run.sh <==
#!/bin/bash
# OpenROAD 26Q1-2900-gdf79404cd8, Yosys 0.63+post, stock flow scripts
make -C /OpenROAD-flow-scripts/flow DESIGN_CONFIG=/design/flow/config.mk WORK_HOME=/design/flow/orfs finish
==> design/flow/config.mk <==
export PLATFORM = sky130hd
export DESIGN_NAME = Data_Memory
export DESIGN_NICKNAME = Data_Memory
export VERILOG_FILES = /design/flow/design.v
export SDC_FILE = /design/flow/constraint.sdc
export NUM_CORES = 4
export LEC_CHECK = 1
export CORE_UTILIZATION = 30
export SYNTH_MEMORY_MAX_BITS = 65536
==> design/flow/constraint.sdc <==
current_design Data_Memory

set clk_period 188.0
set clk_io_pct 0.2

create_clock -name clk0 -period $clk_period [get_ports {clk_i}]

set non_clock_inputs [all_inputs -no_clocks]
set_input_delay [expr $clk_period * $clk_io_pct] -clock clk0 $non_clock_inputs
set_output_delay [expr $clk_period * $clk_io_pct] -clock clk0 [all_outputs]
==> impl_summary.log <==
[report] implementation figures
INFO  metric vias = 639.6k
INFO  metric finalSetupViolations = 0
INFO  metric dr.first_iter.drc_count = 44.58k
INFO  metric max_cap_viol_count = 0
INFO  metric cts-hold-fix-buffers = 0
INFO  metric h-tree-depth = 8
INFO  metric floorplan.die.height = 2.040 mm
INFO  metric area_growth = 15.62%
INFO  metric tightest_slew = 1.456 ns
INFO  metric placementRows = 748
INFO  metric critPathLaunchType = primary input
INFO  metric setup_slack = 100.21 ns
INFO  metric rsz_0062_raised_after_global_routing = no
INFO  metric power.density = 10.36 nW/um^2
INFO  metric tritoncts = yes
INFO  metric dp_worst_setup_slack = 100.13 ns
INFO  metric largest_registers = memory: 32768 flops
INFO  metric die_width = 2.040 mm
INFO  metric placement.io_buffers = 76
INFO  metric tool_warnings = 105
INFO  metric run_status = complete, no violations
INFO  metric routed_wire_length_per_instance = 31.03 um
INFO  metric end_kind = output pin
INFO  metric drc_errors = 0
INFO  metric synthDominantCellAreaShare = 78.96%
INFO  metric period_used_share = 46.70%
INFO  metric clock-root-buffer = clkbuf_16
INFO  metric post_cts_buffers = 0
INFO  metric layout_cell_share_with_drive_strength_beyond_1 = 17.85%
INFO  metric finalHoldViolCount = 0
INFO  metric largest_area_cell = edfxtp_1
INFO  metric postSynthCellCount = 62.46k
INFO  metric post_synth_num_cell_types = 66
INFO  metric detail_route.vias_per_cell = 5.131
INFO  metric holdCritPathClass = primary input to register
INFO  metric die_area = 4,162,000 sq um
INFO  metric clock_sink_count = 32.77k
INFO  metric post_synth_tally_of_flip_flops_with_integrated_enable = 32.77k
INFO  metric post_cts_resize_count = 0
INFO  metric cts_max_path_buffers = 6
INFO  metric ys_area = 1,246,000 sq um
INFO  metric fillerInstances = 377.4k
INFO  metric floorplan.core_area = 4,145,000 sq um
INFO  metric firstDrtPassIters = 6
INFO  metric syn-mean-instance-area = 19.95 sq um
INFO  metric postSynthSeqShare = 78.96%
INFO  metric grt-ovfl-total = 0
INFO  metric gpl.final_weighted_congestion = 0.9529
INFO  metric worstPathRequired = 150.40 ns
INFO  metric critical_path_class = primary input to output pin
INFO  metric timing.hold.worst_endpoint = memory[598][2]
INFO  metric synth.area.top_cells = edfxtp_1 (79%), mux2i_1 (8.9%), mux4_2 (4.7%)
INFO  metric tritoncts.num_buffers = 3,219
INFO  metric antenna_found_initial = 364
INFO  metric fp_util = 30.07%
INFO  metric power.ir.vdd_worst = 0.01244 mV
INFO  metric hold_path_depth = 1
INFO  metric yosysWarningCount = 1
INFO  metric grt_first_pass_wirelength = 5283 mm
INFO  metric clock_slew_seen_by_the_registers_of_the_worst_setup_and_hold_paths = 0.06 ns
INFO  metric post_synth_design_cell_area = 1,246,000 sq um
INFO  metric top_level_ports = 99
INFO  metric ys_dominant_reg_cell = edfxtp_1
INFO  metric ys_cells = 62.46k
INFO  metric fin_crit = 87.80 ns
INFO  metric max-slew-margin-rel = 2.033%
INFO  metric hpwl = 2325 mm
INFO  metric worst_ep_arrival_time = 50.20 ns
INFO  metric fin_setup_tns = 0 ns
INFO  metric first_global_vias = 671.5k
INFO  metric wl = 3869 mm
INFO  metric number_of_max_slew_violations_in_the_final_report = 0
INFO  metric register_bank_with_the_most_flops = memory
INFO  metric drtAntennaViolNets = 0
INFO  metric total_leakage_power = 0.4653 uW
INFO  metric grt_start_max_net_pins = 130
INFO  metric max_freq = 0.01139 GHz
INFO  metric min_from = data_i[2]
INFO  metric postSynthRegisterBits = 32.77k
INFO  metric proportion_of_register_bits_with_asynchronous_set_or_reset_after_synthesis = 0%
INFO  metric cp_max_fo = 72
INFO  metric largest_reg_flops = 32.77k
INFO  metric track_usage = 19.49%
[final cells by class]
cell class                      instances  area [sq um]  share of cell area [%]
Multi-Input combinational cell      25880        253200                   17.57
Clock inverter                       1831         16100                   1.118
Antenna cell                          984          2462                  0.1709
Inverter                                5         41.29                0.002866
Clock buffer                         4042         84110                   5.837
Timing Repair Buffer                 4032         32070                   2.226
Tap cell                            55130         68970                   4.787
Sequential cell                     32770        984000                   68.29
[worst max path at each step]
| stage | startpoint | endpoint | slack (ns) | cells past startpoint |
|---|---|---|---|---|
| 6_report | addr_i[3] | data_o[4] | 100.21 | 22 |
| 4_1_cts | addr_i[3] | data_o[10] | 100.13 | 22 |
| 5_1_grt | addr_i[3] | data_o[10] | 99.85 | 22 |
[placed cells by master (no fill, tap or decap), types with 168 or more instances in the layout]
cell type / instances
or4_1: 254
a22oi_1: 824
clkbuf_1: 801
o21ai_0: 379
o22ai_1: 5088
buf_4: 3848
bufinv_16: 168
diode_2: 984
nor3_1: 340
nor4_1: 944
a21oi_1: 376
clkbuf_16: 3241
clkinv_1: 916
clkinv_2: 483
nor2_4: 1038
mux2i_1: 11100
o221ai_1: 221
edfxtp_1: 32770
mux2_2: 210
mux4_2: 2578
o2111ai_1: 229
nor2_1: 312
nand2_1: 527
nand3_1: 393
[layer usage]
layer / vias up / share of wire [%] / track usage, %
li1: 267900 / - / -
met1: 318400 / 28 / 18.21
met2: 45420 / 43 / 27.09
met3: 7457 / 22 / 19.66
met4: 504 / 5.5 / 8.525
met5: - / 0.56 / 4.705
[synthesized netlist by cell type, types with 36 or more instances]
library cell / number
a21oi_1: 376
a221oi_1: 87
a22o_1: 65
a22oi_1: 824
a311oi_1: 63
a31oi_1: 101
buf_1: 273
buf_2: 1754
buf_4: 318
buf_6: 119
clkbuf_1: 1345
edfxtp_1: 32770
mux2_2: 210
mux2i_1: 11100
mux4_2: 2578
nand2_1: 592
nand3_1: 395
nand3b_1: 83
nand4_1: 165
nor2_1: 1348
nor3_1: 352
nor4_1: 992
o2111ai_1: 232
o211ai_1: 117
o21ai_0: 383
o221ai_1: 221
o22ai_1: 5090
or3_1: 36
or4_1: 255
[cell families after synthesis]
| logic type | synth area share (%) |
|---|---|
| buf+inv | 1.492 |
| flops | 78.96 |
| compound gates | 4.041 |
| simple gates | 1.744 |
| mux | 13.77 |
[per-stage QoR]
step	cell area (sq um)	power, uW	util, %	hold slack (ns)	std cells
2_1_floorplan	1246000	8515	-	37.70	62460
3_3_place_gp	1338000	8912	32.28	38.05	117800
3_5_place_dp	1338000	8918	32.28	38.06	117800
4_1_cts	1438000	14980	34.70	36.17	123700
5_1_grt	1440000	15300	34.74	36.25	124300
6_report	1441000	14930	34.76	36.25	124700
[power breakdown]
group / internal, uW / switching (uW)
combinational: 209 / 526
clock: 3400 / 2750
sequential: 8040 / 0.963
[worst max-delay path, cell delays in order]
cell and delay [ns]:
buf_16 0.36, buf_4 0.73, buf_4 0.51, buf_4 0.66
buf_4 0.75, buf_4 0.70, buf_4 0.64, buf_4 0.53
buf_4 0.64, buf_4 0.64, buf_4 0.65, buf_4 0.67
buf_4 0.72, buf_4 0.76, buf_4 0.52, mux4_2 0.37
a22oi_1 0.53, o2111ai_1 0.28, nand3b_1 0.16, a21oi_1 0.18
o41a_1 0.52, clkdlybuf4s50_1 0.47
Power is estimated from default activity; no workload was simulated.
