### flow/run.sh
#!/bin/bash
# OpenROAD 26Q1-2900-gdf79404cd8, Yosys 0.63+post, stock flow scripts
make -C /OpenROAD-flow-scripts/flow DESIGN_CONFIG=/design/flow/config.mk WORK_HOME=/design/flow/orfs finish
### flow/config.mk
export PLATFORM = sky130hd
export DESIGN_NAME = simple_calculator
export DESIGN_NICKNAME = simple_calculator
export VERILOG_FILES = /design/flow/design.v
export SDC_FILE = /design/flow/constraint.sdc
export NUM_CORES = 4
export LEC_CHECK = 1
export CORE_UTILIZATION = 50
### flow/constraint.sdc
current_design simple_calculator

set clk_period 6.8
set clk_io_pct 0.2

create_clock -name clk0 -period $clk_period [get_ports {Clk}]

set non_clock_inputs [all_inputs -no_clocks]
set_input_delay [expr $clk_period * $clk_io_pct] -clock clk0 $non_clock_inputs
set_output_delay [expr $clk_period * $clk_io_pct] -clock clk0 [all_outputs]
### flow/design.v
module simple_calculator(
    Clk,
    WEN,
    RW,
    RX,
    RY,
    DataIn,
    Sel,
    Ctrl,
    busY,
    Carry
);
    input        Clk;
    input        WEN;
    input  [2:0] RW, RX, RY;
    input  [7:0] DataIn;
    input        Sel;
    input  [3:0] Ctrl;
    output [7:0] busY;
    output       Carry;
    reg [7:0] r0_w, r1_w, r2_w, r3_w, r4_w, r5_w, r6_w, r7_w;
    reg [7:0] r0_r, r1_r, r2_r, r3_r, r4_r, r5_r, r6_r, r7_r;
    reg [7:0] X, Y;       
    reg carry;
    reg [7:0] invert;
    initial begin
        r0_r = 8'h00; 
        r1_r = 8'h00; 
        r2_r = 8'h00;
        r3_r = 8'h00;
        r4_r = 8'h00;
        r5_r = 8'h00;
        r6_r = 8'h00;
        r7_r = 8'h00;
    end
    assign Carry = carry;
    assign busY  = Y;
    always@(*) begin
        r0_w = r0_r;
        r1_w = r1_r;
        r2_w = r2_r;
        r3_w = r3_r;
        r4_w = r4_r;
        r5_w = r5_r;
        r6_w = r6_r;
        r7_w = r7_r;
        case (RY)
            3'b000 : Y = r0_r;
            3'b001 : Y = r1_r;
            3'b010 : Y = r2_r;
            3'b011 : Y = r3_r;
            3'b100 : Y = r4_r;
            3'b101 : Y = r5_r;
            3'b110 : Y = r6_r;
            3'b111 : Y = r7_r; 
        endcase
        if (Sel) begin
            case (RX)
                3'b000 : X = r0_r;
                3'b001 : X = r1_r;
                3'b010 : X = r2_r;
                3'b011 : X = r3_r;
                3'b100 : X = r4_r;
                3'b101 : X = r5_r;
                3'b110 : X = r6_r;
                3'b111 : X = r7_r; 
            endcase    
        end
        else begin
            X = DataIn;
        end
    end
    always @(*) begin
        case (Ctrl)
            4'b0000 : {carry, invert} = X + Y;
            4'b0001 : {carry, invert} = $signed(X - Y);
            4'b0010 : {carry, invert} = X & Y;
            4'b0011 : {carry, invert} = X | Y;
            4'b0100 : {carry, invert} = ~X;
            4'b0101 : {carry, invert} = X ^ Y;
            4'b0110 : {carry, invert} = ~(X | Y);
            4'b0111 : {carry, invert} = Y << X[2:0];
            4'b1000 : {carry, invert} = Y >> X[2:0];
            4'b1001 : {carry, invert} = {X[7], X[7:1]};
            4'b1010 : {carry, invert} = {X[6:0], X[7]};
            4'b1011 : {carry, invert} = {X[0], X[7:1]};
            4'b1100 : {carry, invert} = ((X == Y) ? 1:0);
            default : {carry, invert} = 0;
        endcase
    end
    always@(posedge Clk) begin
        if (WEN) begin
            case (RW)
                3'b000 : r0_r <= invert;
                3'b001 : r1_r <= invert;
                3'b010 : r2_r <= invert;
                3'b011 : r3_r <= invert;
                3'b100 : r4_r <= invert;
                3'b101 : r5_r <= invert;
                3'b110 : r6_r <= invert;
                3'b111 : r7_r <= invert;
            endcase
        end
        else begin
            r0_r <= r0_w;
            r1_r <= r1_w;
            r2_r <= r2_w;
            r3_r <= r3_w;
            r4_r <= r4_w;
            r5_r <= r5_w;
            r6_r <= r6_w;
            r7_r <= r7_w;
        end
    end	
endmodule
==> run summary <==
Antenna violations before repair - 0
Fmax - 153 MHz
Die area - 0.0114 mm^2
Log Warnings - 41
TritonCTS Buffers - 9
Post-synth EDFFs - 64
# Max-Cap Violations - 0
Worst Path Max Fanout - 33
Slowest-stage cell, CP - clkdlybuf4s50_1
Ys async rst share - 0%
Yosys Instances - 578
Post-DP HPWL - 14100 um
Pre-Place Util - 52.4%
Yosys adder share - 5.91%
Share of the yosys chip area belonging to registers - 34.9%
Largest net degree at the start of global routing - 34
Crit path cell chain - clkdlybuf4s50_1 -> buf_12 -> or3b_2 -> a21oi_1 -> a221o_1 -> ha_1 -> ha_1 -> o211ai_1 -> a21boi_0 -> o21ai_0 -> a21o_1 -> a21oi_1 -> a211oi_1 -> buf_4 -> o31ai_1 -> clkdlybuf4s50_1
Via count - 5202
Die W - 107 um
GPL Wtd Cong - 1.03
Core region area - 0.0105 mm^2
HP Class - reg -> reg
DR vias/cell - 6.71
Core Rows - 37
Setup TNS - 0 ns
Syn avg cell area - 9.52 um^2
RSZ-0062 raised after global routing - no
Fillers - 861
Vias in the first global route - 4945
Peak supply drop - 0.134 mV
Slew of the pin with the lowest slew margin - 0.981 ns
Number of routed nets with antenna violations - 0
CTS tree - done
First-pass GRT wire length - 27800 um
Worst Path Arrival - 5.18 ns
Final Hold Vio Count - 0
Synth Flop Type - edfxtp_1
Main logic family - AND-OR/OR-AND gates
H-tree depth - 3
Layout cells sized above 1 - 15.6%
Worst setup path class - in -> out
Count of hold-fix buffers inserted at cts - 0
Tot Pwr - 0.00122 W
Routed wire per std cell - 23.5 um
Most numerous logic cell after layout - edfxtp_1
Drc violations - 0
CP max stage delay - 0.50 ns
Gate Area - 0.00322 mm^2
Sequential cell area - 0.00192 mm^2
Hold slack final - 1.40 ns
Total GRT Usage - 34.8%
Minimum clock period - 6.54 ns
Xor/xnor share - 0.637%
Max Slew Vio Count - 0
Clock root buffer - clkbuf_8
Final Skew - 0.00896 ns
Pwr dens - 192 mW/mm^2
Fin crit share - 96.2%
Mapped Cells - 578
Mux share - 7.32%
Final setup vio count - 0
I/O pins - 33
Ys Warns - 1
Final WL - 18200 um
Final Non-Filler Cells - 775
Clock Tree Buf Depth - 2
Iteration count of the initial detailed-routing pass - 5
Most frequent cells in the layout - edfxtp_1, nor2_1, buf_4, inv_1, a21oi_1
Initial DRC count - 514
Buffers on Ports - 32
Simple-gate share of the synthesized area - 20.2%
Synth Cell Area - 0.00550 mm^2
Worst slew margin - 34.4%
Antenna diodes - 0
#FFs+latches synth - 64
Post-Synth AOI/OAI Area - 24.1%
Crit start category - input port
Status - completed
GRT overflow - 0
Area growth syn-to-layout - 15.8%
Setup crit end kind - output port
Pleak - 2.40 nW
Yosys Chip Area - 0.00550 mm^2
Die height - 107 um
Clock Latency Late Sink - 0.34 ns
Inst Count DP - 759
CP Data Required Time - 5.44 ns
Reg clk slew, reported paths - 0.07 ns
Sink Count - 64
Yosys cell types - 90
cells by family (layout without fill, tap and decap cells):
group / count (synthesis) / in the layout
AND/OR/NAND/NOR: 202 / 202
AND-OR/OR-AND: 178 / 178
buffers and inverters: 70 / 131
flip-flops: 64 / 64
multiplexers: 34 / 34
adder cells (fa/ha/maj): 26 / 26
XOR/XNOR: 4 / 4
cell type report:
type | count | share of cell area [%]
Multi-Input combinational cell | 444 | 50.5
Clock inverter | 7 | 1.10
Sequential cell | 64 | 30.2
Clock buffer | 9 | 1.94
Inverter | 36 | 2.34
Tap cell | 136 | 2.67
Timing Repair Buffer | 79 | 11.3
power breakdown:
| part | internal [W] | switching (W) | total (W) |
|---|---|---|---|
| Sequential | 0.000467 | 0.00000644 | 0.000473 |
| Combinational | 0.000173 | 0.000259 | 0.000432 |
| Clock | 0.000169 | 0.000148 | 0.000317 |
| Total | 0.000809 | 0.000413 | 0.00122 |
per-stage QoR:
step | worst slack [ns] | utilization (%) | cell area (um^2)
final | 0.257 | 60.6 | 6370
after global routing | 0.0135 | 60.6 | 6370
after CTS | 0.163 | 60.4 | 6350
after detailed placement | 0.166 | 58.5 | 6150
after global placement | 0.212 | 58.5 | 6150
after floorplan | 1.30 | - | 5500
sequential cells by signal, summed over array words and instances, names as in the netlist:
name	count
r4_r	8
r3_r	8
r0_r	8
r7_r	8
r2_r	8
r1_r	8
r6_r	8
r5_r	8
synth_stat cells (4+ instances only):
cell / n / share of area, %
edfxtp_1: 64 / 35
nor2_1: 44 / 3.0
inv_1: 33 / 2.3
a21oi_1: 30 / 2.7
nand2_1: 29 / 2.0
ha_1: 26 / 5.9
mux2i_1: 22 / 4.0
nor3_1: 22 / 2.0
nand2b_1: 18 / 2.0
o21ai_0: 18 / 1.6
a211oi_1: 15 / 2.0
nand3_1: 15 / 1.4
a221oi_1: 14 / 2.2
o22ai_1: 14 / 1.6
nor2b_1: 13 / 1.5
buf_2: 12 / 1.1
clkbuf_1: 9 / 0.61
o221ai_1: 9 / 1.4
nor4_1: 8 / 0.91
a22oi_1: 7 / 0.96
and3_1: 7 / 0.80
mux2_2: 7 / 1.4
o211ai_1: 7 / 0.96
o22a_1: 7 / 1.1
or3_1: 6 / 0.68
and2_1: 5 / 0.57
buf_6: 5 / 1.0
a21boi_0: 4 / 0.55
a221o_1: 4 / 0.73
a22o_1: 4 / 0.64
a31oi_1: 4 / 0.45
nor3b_1: 4 / 0.55
o31ai_1: 4 / 0.55
xnor2_1: 4 / 0.64
worst max-delay path: cells and delay by family:
family          cells  cell delay [ns]
compound gates      9             1.49
fa+ha+maj           2             0.54
buf+inv             4             1.31
simple gates        1             0.47
worst paths after layout:
kind,startpoint,endpoint,slack (ns),cells past startpoint
setup / recovery,RY[0],Carry,0.26,16
hold / removal,r0_r[6]$_DFFE_PP_,r2_r[5]$_DFFE_PP_,1.40,5
setup reg to reg,r2_r[0]$_DFFE_PP_,r2_r[3]$_DFFE_PP_,2.56,12
hold reg to reg,r0_r[6]$_DFFE_PP_,r2_r[5]$_DFFE_PP_,1.40,5
routing by layer:
| layer | global-route usage (%) | vias to the layer above | part of all wire, % |
|---|---|---|---|
| met5 | 0 | - | 0 |
| met4 | 8.41 | 0 | 2.5 |
| met3 | 15.6 | 33 | 16 |
| met2 | 46.7 | 397 | 41 |
| met1 | 53.4 | 2405 | 41 |
| li1 | - | 2367 | - |
timing repair:
action / 4_1_cts / 5_1_grt
buffers inserted: 0 / 0
resized: 0 / 6
endpoints found under the setup margin: 0 / 1
Power is estimated from default activity; no workload was simulated.
