$ cat /design/flow/config.mk
export PLATFORM = sky130hd
export DESIGN_NAME = booth_multiplier_32bit_pipeline
export DESIGN_NICKNAME = booth_multiplier_32bit_pipeline
export VERILOG_FILES = /design/flow/design.v
export SDC_FILE = /design/flow/constraint.sdc
export NUM_CORES = 4
export LEC_CHECK = 1
export CORE_UTILIZATION = 50
$ cat /design/flow/constraint.sdc
current_design booth_multiplier_32bit_pipeline

set clk_period 37.6
set clk_io_pct 0.2

create_clock -name clk0 -period $clk_period [get_ports {clk}]

set non_clock_inputs [all_inputs -no_clocks]
set_input_delay [expr $clk_period * $clk_io_pct] -clock clk0 $non_clock_inputs
set_output_delay [expr $clk_period * $clk_io_pct] -clock clk0 [all_outputs]
$ cat /design/flow/design.v
module booth_multiplier_32bit_pipeline(
    input clk,
    input rst_n,
    input signed[31:0] A,
    input signed[31:0] B,
    output signed [31:0] Out
);
    wire [31:0] Q15_nxt, acc16_nxt, multiplicand_temp_nxt;
    reg [31:0] Q15, acc16, multiplicand_temp;
    wire q016_nxt;
    reg q016;
    wire negative_nxt;
    reg negative;
    wire [63:0] product;
    assign Out = product[31:0];
    always @(posedge clk) begin
        if(~rst_n) begin
            Q15 <= 32'b0;
            q016 <= 1'b0;
            acc16 <= 32'b0;
            negative <= 1'b0;
            multiplicand_temp <= 32'b0;
        end else begin
            Q15 <= Q15_nxt;
            q016 <= q016_nxt;
            acc16 <= acc16_nxt;
            negative <= negative_nxt;
            multiplicand_temp <= multiplicand_temp_nxt;
        end
    end
    half_setup_0to15  stage1(.multiplier_i(A), 
                            .multiplicand_i(B), .acc16(acc16_nxt), .Q15(Q15_nxt), 
                            .q016(q016_nxt), .multiplicand_o(multiplicand_temp_nxt), .negative_o(negative_nxt));
    half_setup_16to31 stage2(.Q15(Q15), .q016(q016), 
                            .acc16(acc16), .multiplicand_i(multiplicand_temp), 
                            .negative_i(negative), .product_o(product));
endmodule
module half_setup_0to15(
    input signed[31:0] multiplier_i,
    input signed[31:0] multiplicand_i,
    output signed [31:0] multiplicand_o,
    output signed [31:0] Q15,
    output signed        q016,
    output signed [31:0] acc16,
    output negative_o  
);
	wire signed [31:0] Q[0:15];   
	wire signed [31:0] acc[0:16];  
	wire signed        q0[0:16];
    assign negative_o = ((multiplier_i[31] && !multiplicand_i[31]) || (multiplicand_i[31] && !multiplier_i[31])) ? 1'b1 : 1'b0;
    wire [31:0] multiplicand;
    assign multiplicand = (multiplicand_i[31] == 1) ? ~multiplicand_i+1 : multiplicand_i;
    assign multiplicand_o = multiplicand;
    wire [31:0] multiplier;
    assign multiplier = (multiplier_i[31] == 1) ? ~multiplier_i+1 : multiplier_i;
    assign Q15 = Q[15];
    assign q016 = q0[16];
    assign acc16 = acc[16];
    assign acc[0] = 31'd0;    
    assign q0[0] = 1'b0;    
    booth_substep step1(acc[0], multiplier, q0[0], multiplicand, acc[1], Q[0], q0[1]);
    genvar i;
    generate
        for (i = 1; i <= 15; i = i + 1) begin : step_block
            booth_substep step(acc[i], Q[i-1], q0[i], multiplicand, acc[i+1], Q[i], q0[i+1]);
        end
    endgenerate
endmodule
module half_setup_16to31(
    input signed[31:0] Q15,
    input signed       q016,
    input signed[31:0] acc16,
    input signed[31:0] multiplicand_i,
    output signed [63:0] product_o,
    input negative_i
);
    wire signed [31:0] acc[0:16];
    wire signed [31:0] Q[0:15];
    wire signed        q0[0:16];
    wire signed        qout;
    wire signed [63:0] product;
    assign product_o = (negative_i) ? ~product + 1 : product;
    assign acc[1] = acc16;
    assign Q[0] = Q15;
    assign q0[1] = q016;
    genvar i;
    generate
        for (i = 1; i <= 15; i = i + 1) begin : step_block
            booth_substep step(acc[i], Q[i-1], q0[i], multiplicand_i, acc[i+1], Q[i], q0[i+1]);
        end
    endgenerate
    booth_substep step31(acc[16], Q[15], q0[16], multiplicand_i, product[63:32], product[31:0], qout);
endmodule
module adder_subractor(
    input wire cin,
    input wire [31:0] i0,i1,
    output wire [31:0] sum);
	wire cout;
	wire [31:0] temp;
	reg [31:0] int_ip;  
    integer i;
    always @(*) begin
        for (i = 0; i < 32; i = i + 1) begin
            int_ip[i] = i1[i] ^ cin;
        end
    end
    assign sum[0] = i0[0] ^ int_ip[0] ^ cin;
    assign temp[0] = (i0[0] & int_ip[0]) | (int_ip[0] & cin) | (cin & i0[0]);
    genvar j;
    generate
        for (j = 1; j < 32; j = j + 1) begin : fa_block
            fa fa(i0[j], int_ip[j], temp[j-1], sum[j], temp[j]);
        end
    endgenerate
endmodule
module booth_substep(
    input wire signed [31:0] acc,     
    input wire signed [31:0] Q,   
    input wire signed q0,        
    input wire signed [31:0] multiplicand,   
    output reg signed [31:0] next_acc,    
    output reg signed [31:0] next_Q,  
    output reg q0_next
);
	wire [31:0] addsub_temp;   
    adder_subractor myadd(Q[0], acc, multiplicand, addsub_temp);
    always @(*) begin	
        if(Q[0] == q0) begin
            q0_next = Q[0];
            next_Q = Q>>1;
            next_Q[31] = acc[0];
            next_acc = acc>>1;
            if (acc[31] == 1) begin
                next_acc[31] = 1;
            end
        end
        else begin         
            q0_next = Q[0];
            next_Q = Q>>1;
            next_Q[31] = addsub_temp[0];
            next_acc = addsub_temp>>1;
            if (addsub_temp[31] == 1) begin
                next_acc[31] = 1;
            end
        end	
    end	
endmodule 
module xor2 (input wire i0, i1, output wire o);
  assign o = i0 ^ i1;
endmodule
module fa ( input wire i0, i1, cin, output wire sum, cout);
    assign sum = i0 ^ i1 ^ cin;
    assign cout = (i0 & i1) | (i1 & cin) | (cin & i0);
endmodule
$ cat /design/flow/run.sh
#!/bin/bash
# OpenROAD 26Q1-2900-gdf79404cd8, Yosys 0.63+post, stock flow scripts
make -C /OpenROAD-flow-scripts/flow DESIGN_CONFIG=/design/flow/config.mk WORK_HOME=/design/flow/orfs finish
==> out/summary.rpt <==
SETUP PATH
----------------------------------------------------------------------------------------------------
Largest stage delay on the critical path                                                     0.54 ns
Cell mode on critical path                                                              sky130_fd_sc_hd__fa_1
Startpoint kind of the worst setup timing path                                          primary input
Data arrival at the endpoint of the critical path                                           35.72 ns
Crit end category                                                                           register
Delay-heaviest family, CP                                                                adder cells
Crit path buf inv count                                                                            6
Critical Path Fanout Max                                                                          33
Library cell contributing the largest single delay on the critical path                 sky130_fd_sc_hd__fa_1
Worst setup path class                                                                        in2reg
Worst endpoint required time                                                                37.83 ns

CTS
----------------------------------------------------------------------------------------------------
Post-CTS Setup Bufs                                                                                0
# resized after CTS                                                                                0
Clock-pin slew reported for the worst setup and hold paths after clock tree synthesis        0.05 ns
Longest Clk Path Bufs                                                                              2
Clock buffers created by TritonCTS                                                                 9
CTS tree                                                                                         yes
H-tree levels                                                                                      3
CTS sink count                                                                                    66
CTS Hold Bufs                                                                                      0
Root buffer cell                                                                        sky130_fd_sc_hd__clkbuf_16

RUN STATUS
----------------------------------------------------------------------------------------------------
Status                                                                                     completed

PLACED DESIGN
----------------------------------------------------------------------------------------------------
Pre-CTS setup slack                                                                          1.72 ns
Placer congestion estimate                                                                     0.946
Final HPWL DP                                                                               60600 um
Placed instance area                                                                     29900 sq um
Port Buffer Count                                                                                 97

SYNTHESIS
----------------------------------------------------------------------------------------------------
Most frequent cells after synthesis                                                     624 x sky130_fd_sc_hd__xnor2_1, 398 x sky130_fd_sc_hd__fa_1, 258 x sky130_fd_sc_hd__nand2_1, 219 x sky130_fd_sc_hd__nor2_1, 185 x sky130_fd_sc_hd__clkbuf_1
Total cells reported by yosys after synthesis                                                   3134
Post-synthesis sequential element count                                                           66
Post-synth top flop                                                                     sky130_fd_sc_hd__dfxtp_1
Post-Syn Area per Cell                                                                    8.85 sq um
Yosys cell types                                                                                  84
Count of warnings emitted by yosys                                                                 5
Portion of the post-synthesis area used by sequential elements                                 4.77%
Most frequent cell after synthesis                                                      sky130_fd_sc_hd__xnor2_1
Post-synth EDFFs                                                                                   0
Cell count after synthesis                                                                      3134
Cell taking the most area after synthesis                                               sky130_fd_sc_hd__fa_1
Netlist area before placement                                                            27700 sq um
Fraction of synthesis flops using an asynchronous set or reset pin                                0%
Top cell type's share of synthesized area                                                      28.7%
Top cells by area                                                                       sky130_fd_sc_hd__fa_1 29%, sky130_fd_sc_hd__xnor2_1 20%, sky130_fd_sc_hd__dfxtp_1 4.8%, sky130_fd_sc_hd__mux2_2 4.6%, sky130_fd_sc_hd__mux2i_1 4.4%
Yosys chip area                                                                          27700 sq um

STA
----------------------------------------------------------------------------------------------------
Highest achievable clock rate                                                               28.2 MHz
Hold Fails Final Rpt                                                                               0
Min cycle time layout                                                                       35.49 ns
Number of slew-limit violations in the final report                                                0
Cycle use final                                                                                94.4%
Count of final setup violators                                                                     0
Relative max-transition margin                                                                 32.7%
Transition at the pin with the smallest max-transition slack                                 1.00 ns
Final worst setup slack                                                                      2.11 ns
Aggregate negative setup slack                                                                  0 ns
Setup repair after global routing missed its margin                                               no

FLOORPLANNING
----------------------------------------------------------------------------------------------------
Die boundary width                                                                            237 um
Die outline area                                                                         56400 sq um
Core Footprint                                                                           54300 sq um
I/O pin cnt                                                                                       98
Effective utilization at floorplan                                                             51.0%
FP Rows                                                                                           85
Die Height                                                                                    237 um

GLOBAL ROUTING
----------------------------------------------------------------------------------------------------
Global-route usage over all layers                                                             29.1%
Wire length of the first global-routing pass                                               121000 um
Pin count of the biggest net entering global routing                                              69
Number of antenna violations at the first check in global routing                                 13
Number of global-route vias before repair                                                      21200
Remaining global-route overflow                                                                    0

ROUTING
----------------------------------------------------------------------------------------------------
Total via count after detailed routing                                                         21700
Number of vias per cell                                                                         5.62
First-pass iteration count of the detailed router                                                  5
Routed wirelength normalized by instance count                                               19.5 um
Count of unresolved DRC violations after routing                                                   0
Sum of routed wire length over all layers                                                   75400 um
Iter 0 DRT Violations                                                                           1171
Remaining antenna violation count after routing                                                    0

FINAL LAYOUT
----------------------------------------------------------------------------------------------------
Finished Core Util                                                                             55.6%
Fraction of layout cells with a size suffix above 1                                            10.8%
Total non-filler cell area in the finished layout                                        30200 sq um
Area Growth Syn to Fin                                                                         9.00%

RUN
----------------------------------------------------------------------------------------------------
Maximum Capacitance Violations                                                                     0
Number of warnings the tools reported                                                             25

HOLD PATH
----------------------------------------------------------------------------------------------------
Worst Hold Class                                                                              in2reg

==> final timing paths <==
kind              start         to  slack [ns]  cells past startpoint
setup / recovery  B[31]  acc16[15]        2.11                     88
hold / removal     A[0]    Q15[16]        7.80                      3
==> layout by cell type (no fill, tap or decap), types with 10 or more instances in the layout <==
master,Yosys,layout
sky130_fd_sc_hd__xnor2_1,624,617
sky130_fd_sc_hd__fa_1,398,398
sky130_fd_sc_hd__nand2_1,258,258
sky130_fd_sc_hd__nor2_1,219,216
sky130_fd_sc_hd__mux2i_1,123,121
sky130_fd_sc_hd__o21ai_0,119,119
sky130_fd_sc_hd__a21oi_1,119,119
sky130_fd_sc_hd__mux2_2,114,114
sky130_fd_sc_hd__buf_4,1,107
sky130_fd_sc_hd__inv_1,104,104
sky130_fd_sc_hd__clkdlybuf4s50_1,0,94
sky130_fd_sc_hd__xor2_1,103,76
sky130_fd_sc_hd__and2_1,66,66
sky130_fd_sc_hd__dfxtp_1,66,64
sky130_fd_sc_hd__o31ai_1,56,56
sky130_fd_sc_hd__ha_1,34,34
sky130_fd_sc_hd__nand2b_1,33,33
sky130_fd_sc_hd__nor3_1,31,31
sky130_fd_sc_hd__or3_1,30,30
sky130_fd_sc_hd__o22ai_1,29,29
sky130_fd_sc_hd__nor2b_1,27,27
sky130_fd_sc_hd__xor2_2,6,25
sky130_fd_sc_hd__nand3_1,23,23
sky130_fd_sc_hd__maj3_1,22,22
sky130_fd_sc_hd__a31oi_1,22,22
sky130_fd_sc_hd__or2_2,19,19
sky130_fd_sc_hd__and3_1,19,19
sky130_fd_sc_hd__or4_1,18,18
sky130_fd_sc_hd__a22o_1,15,15
sky130_fd_sc_hd__o311ai_0,13,13
sky130_fd_sc_hd__a211oi_1,13,13
sky130_fd_sc_hd__xnor2_2,6,13
sky130_fd_sc_hd__o21a_1,12,12
sky130_fd_sc_hd__a221oi_1,11,11
sky130_fd_sc_hd__xor2_4,2,10
sky130_fd_sc_hd__o41ai_1,10,10
==> stage by stage <==
stage	instances	hold slack, ns
6_report	3868	7.80
5_1_grt	3863	7.82
4_1_cts	3862	7.79
3_5_place_dp	3847	8.14
3_3_place_gp	3847	8.14
2_1_floorplan	3134	7.69
==> kinds of logic (layout without fill, tap and decap cells) <==
group	Yosys count	count (layout)	share of synthesized area [%]
AOI/OAI and AO/OA	503	503	12.1
xor gates and xnor gates	755	755	25.0
adders and majority gates	454	454	31.1
buffers and inverters	333	322	4.56
DFF	66	66	4.77
muxes	239	239	9.15
other	0	6	0
and+or+nand+nor	784	784	13.4
==> layout make-up <==
cell class	count	area, sq um
Tap cell	739	925
Fill cell	4755	24100
Sequential cell	66	1320
Antenna cell	6	15.0
Clock buffer	10	239
Inverter	104	390
Timing Repair Buffer	203	1750
Clock inverter	5	55.1
Multi-Input combinational cell	2735	25500
==> sequential cells by signal (all words and copies together) (netlist names) <==
register	flops
negative	1
q016	1
multiplicand_temp	16
Q15	32
acc16	16
==> per-layer routing <==
metal / track usage [%] / share of wire [%]
met5: 0 / 0.078
met4: 8.52 / 3.9
met3: 8.65 / 7.8
met2: 46.3 / 47
met1: 39.6 / 41
