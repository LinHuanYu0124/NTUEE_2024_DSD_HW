`flow/run.sh`:
```
#!/bin/bash
# OpenROAD 26Q1-2900-gdf79404cd8, Yosys 0.63+post, stock flow scripts
make -C /OpenROAD-flow-scripts/flow DESIGN_CONFIG=/design/flow/config.mk WORK_HOME=/design/flow/orfs finish
```
`flow/config.mk`:
```
export PLATFORM = sky130hd
export DESIGN_NAME = ID_EX
export DESIGN_NICKNAME = ID_EX
export VERILOG_FILES = /design/flow/design.v
export SDC_FILE = /design/flow/constraint.sdc
export NUM_CORES = 4
export LEC_CHECK = 1
export CORE_AREA = 10 10 205 205
export DIE_AREA = 0 0 215 215
```
`flow/constraint.sdc`:
```
current_design ID_EX

set clk_period 1.0
set clk_io_pct 0.2

create_clock -name clk0 -period $clk_period [get_ports {clk_i}]

set non_clock_inputs [all_inputs -no_clocks]
set_input_delay [expr $clk_period * $clk_io_pct] -clock clk0 $non_clock_inputs
set_output_delay [expr $clk_period * $clk_io_pct] -clock clk0 [all_outputs]
```
`flow/design.v`:
```
module ID_EX
(
    clk_i,
    rst_i,
    flush_i,
    RegWrite_i,
    MemtoReg_i,
    MemRead_i,
    MemWrite_i,
    Branch_i,
    ALUOp_i,
    ALUSrc_i,
    data1_i,
    data2_i,
    Imm_i,
    funct_i,
    RS1addr_i,
    RS2addr_i,
    RDaddr_i,
    PC_i, 
    RegWrite_o,
    MemtoReg_o,
    MemRead_o,
    MemWrite_o,
    Branch_o,
    ALUOp_o,
    ALUSrc_o,
    data1_o,
    data2_o,
    Imm_o,
    funct_o,
    RS1addr_o,
    RS2addr_o,
    RDaddr_o, 
    PC_o
);
input   clk_i;
input   rst_i;
input   flush_i;
input   RegWrite_i;
input   MemtoReg_i;
input   MemRead_i;
input   MemWrite_i;
input   Branch_i;
input   [1:0]   ALUOp_i;
input   ALUSrc_i;
input   [31:0]  data1_i;
input   [31:0]  data2_i;
input   [31:0]  Imm_i;
input   [9:0]   funct_i;
input   [4:0]   RS1addr_i;
input   [4:0]   RS2addr_i;
input   [4:0]   RDaddr_i;
input   [31:0]      PC_i;
output  RegWrite_o;
output  MemtoReg_o;
output  MemRead_o;
output  MemWrite_o;
output  Branch_o;
output  [1:0]   ALUOp_o;
output  ALUSrc_o;
output  [31:0]  data1_o;
output  [31:0]  data2_o;
output  [31:0]  Imm_o;
output  [9:0]   funct_o;
output  [4:0]   RS1addr_o;
output  [4:0]   RS2addr_o;
output  [4:0]   RDaddr_o;
output  [31:0]      PC_o;
reg             RegWrite_o;
reg             MemtoReg_o;
reg             MemRead_o;
reg             MemWrite_o;
reg             Branch_o;
reg     [1:0]   ALUOp_o;
reg             ALUSrc_o;
reg     [31:0]  data1_o; 
reg     [31:0]  data2_o;
reg     [31:0]  Imm_o;
reg     [9:0]   funct_o;
reg     [4:0]   RS1addr_o;
reg     [4:0]   RS2addr_o;
reg     [4:0]   RDaddr_o;
reg     [31:0]  PC_o;
always@(posedge clk_i or negedge rst_i) begin
    if(~rst_i)begin
        RegWrite_o <= 0;
        MemtoReg_o <= 0;
        MemRead_o <= 0;
        MemWrite_o <= 0;
        Branch_o <= 0;
        ALUOp_o <= 2'b0;
        ALUSrc_o <= 0;
        data1_o <= 32'b0;
        data2_o <= 32'b0;
        Imm_o <= 32'b0;
        funct_o <= 10'b0;
        RS1addr_o <= 5'b0;
        RS2addr_o <= 5'b0;
        RDaddr_o <= 5'b0;
        PC_o <= 32'b0;
    end
    else begin
        RegWrite_o <= RegWrite_i;
        MemtoReg_o <= MemtoReg_i;
        MemRead_o <= MemRead_i;
        MemWrite_o <= MemWrite_i;
        Branch_o <= Branch_i;
        ALUOp_o <= ALUOp_i;
        ALUSrc_o <= ALUSrc_i;
        data1_o <= data1_i;
        data2_o <= data2_i;
        Imm_o <= Imm_i;
        funct_o <= funct_i;
        RS1addr_o <= RS1addr_i;
        RS2addr_o <= RS2addr_i;
        RDaddr_o <= RDaddr_i;
        PC_o <= PC_i;
        if(flush_i)begin
            RegWrite_o <= 0;
            MemtoReg_o <= 0;
            MemRead_o <= 0;
            MemWrite_o <= 0;
            Branch_o <= 0;
            ALUOp_o <= 2'b0;
            ALUSrc_o <= 0;
            data1_o <= 32'b0;
            data2_o <= 32'b0;
            Imm_o <= 32'b0;
            funct_o <= 10'b0;
            RS1addr_o <= 5'b0;
            RS2addr_o <= 5'b0;
            RDaddr_o <= 5'b0;
            PC_o <= 32'b0;
        end
    end
end
endmodule
```
==> out/metrics.csv <==
stage,metric,value,unit
routing,routedWlPerCell,15.53,um
clock_network,ctsHtreeMaxLevel,4,
final_layout,register_area,4029,um^2
floorplanning,io_pins,325,
status,status,"finished, violations left",
power,p_sw,3.455,mW
synthesis,xor_share,0,%
global_routing,antenna_found_initial,0,
clock_network,cts_buffers,17,
synthesis,simple_gate_share,24.46,%
timing,setup_ws,-143.0,ps
power,p_sw_share,22.55,%
power,pwr-share-seq,45.1,%
final_layout,layout-drive-gt1-share,43.10,%
synthesis,ys_seq_share,71.27,%
placed_design,dp_hpwl,14820,um
timing,rsz0062_at_grt,yes,
setup_path,crit_family,flip-flops,
synthesis,ys_sh_aoi,0,%
floorplanning,die_w,215,um
setup_path,critical-path-max-stage-delay,390,ps
routing,first_pass_iters,3,
routing,drt-total-wl,18850,um
clock_network,postCtsSetupBuffers,0,
synthesis,yosys_area,5653,um^2
synthesis,synthTopLogicFamily,simple AND/OR/NAND/NOR gates,
routing,antenna_cells,0,
power,total_power,15.32,mW
clock_network,clock-sinks,161,
timing,slew_headroom,78.62,%
timing,post-route-min-period,1143,ps
final_layout,fin_cells,1214,
clock_network,cts_max_path_buffers,2,
final_layout,logic_area,1383,um^2
synthesis,syn_avg_cell_area,16.63,um^2
status,violations,setup timing,
final_layout,n_fill_cell,4002,
timing,fmax,0.8749,GHz
final_layout,utilization,25.13,%
setup_path,start_kind,register,
global_routing,grt-ovfl-total,0,
routing,drc,0,
power,vdd_drop_max,1141,uV
floorplanning,core_area,37580,um^2
routing,vias,3648,
setup_path,cp.required,800,ps
setup_path,cp_cell_sequence,buf_2,
synthesis,syn_inst,340,
placed_design,gp_congestion,0.7680,
clock_network,tritoncts,done,
clock_network,clock-root-buffer,clkbuf_16,
synthesis,ys_sh_adder,0,%
synthesis,ys_warn_count,1,
setup_path,cp_slowest_cell,dfrtp_1,
synthesis,synthMuxAreaShare,0,%
global_routing,grt_pass1_wl,27980,um
power,clockPowerShare,43.6,%
floorplanning,dieArea,46230,um^2
flow_run,max-cap-violations,0,
routing,drt_iter0_drc,67,
global_routing,grt_usage,8.116,%
power,p_per_area,1623,nW/um^2
clock_network,clkTransAtPathRegs,60,ps
routing,ant_nets,0,
final_layout,final_cell_mix,"161 x dfrtp_1, 161 x clkdlybuf4s50_1, 157 x buf_2",
timing,tightest_slew,320.6,ps
floorplanning,std_cell_rows,71,
setup_path,cp-startpoint,PC_o[23],
synthesis,synth_cell_types,8,
timing,finalHoldViolations,0,
hold_path,hold_path.class,primary input to async pin,
setup_path,worstPathMaxFanout,1,
setup_path,critPathCaptureType,output port,
timing,period_used_share,114.3,%
placed_design,numPortBuffers,324,
synthesis,syn_area,5653,um^2
routing,routed_via_density,3.005,
timing,setup_viol_count_final,161,
final_layout,syn2layout_area_growth,67.04,%
synthesis,ys_cells,340,
power,internal-power,11.87,mW
floorplanning,die_y,215,um
global_routing,grt_max_degree,51,
power,combPwrFrac,11.3,%
setup_path,path_class,register to output port,
floorplanning,fp_util,15.04,%
power,p_leak,4.524,nW
flow_run,warning_count,27,
setup_path,cp.arrival,940,ps
synthesis,ys_ff,161,
placed_design,dpl.cell_count,1183,
global_routing,grt_pass1_vias,4074,
timing,slew_violations,0,
setup_path,cp.buffers_inverters,1,
[worst paths after layout]
| path | end | slack, ps | depth (start not counted) |
|---|---|---|---|
| worst max-delay path | PC_o[23] | -140 | 1 |
| worst min-delay path | Imm_o[20] | 190 | 2 |
| max in group asynchronous | PC_o[26] | 230 | 3 |
| min in group clk0 | PC_o[15] | 210 | 3 |
[through the flow]
stage	cell area [um^2]	setup slack [ps]	setup TNS [ps]	hold WS [ps]
after CTS	9443	-206.5	-24030	159.4
after floorplan	5653	232.9	0	-95.59
after global routing	9443	-195.9	-25520	182.4
after global placement	9619	-83.67	-741.7	62.44
after detailed placement	9619	-75.99	-739.4	60.40
final	9443	-143.0	-16530	187.3
[cell usage after synthesis]
master / number / area [um^2]
nor2b_2: 51 / 446.7
buf_2: 7 / 35.03
buf_8: 1 / 15.01
nor2b_1: 77 / 481.7
dfrtp_1: 161 / 4029
nor2b_4: 33 / 454.2
buf_12: 9 / 180.2
buf_6: 1 / 11.26
[sequential cells by signal (all words and copies together), names as in the netlist, 2 cells and up]
signal,flops
RS1addr_o,5
data1_o,32
PC_o,32
RS2addr_o,5
funct_o,10
RDaddr_o,5
ALUOp_o,2
data2_o,32
Imm_o,32
[cells by family after synthesis]
family | after synthesis
buf+inv | 18
simple gates | 161
flops | 161
[power groups by stage]
stage	Sequential, mW	Clock, mW	Combinational, mW
finish	6.91	6.68	1.73
CTS	6.92	6.95	1.80
global route	6.94	7.15	1.91
[layer usage]
metal	up-vias	track usage (%)	part of all wire, %
li1	1725	-	-
met1	1718	9.642	40
met2	192	13.29	48
met3	13	4.204	11
met4	0	0.9622	1.3
met5	-	0	0
[layout make-up]
class	instances	area share (%)
Multi-Input combinational cell	161	14.64
Timing Repair Buffer	351	29.63
Clock buffer	20	4.942
Tap cell	511	6.771
Clock inverter	10	1.352
Sequential cell	161	42.67
[what timing repair did]
item,in CTS,in global routing
gates resized,539,0
setup endpoints to repair,161,161
hold buffers,1,0
hold endpoints to repair,161,0
Power figures rest on the tool's default switching activity, not on a simulated workload.
